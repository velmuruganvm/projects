### design/flow/run.sh
#!/bin/bash
# OpenROAD 26Q1-2900-gdf79404cd8, Yosys 0.63+post, stock flow scripts
make -C /OpenROAD-flow-scripts/flow DESIGN_CONFIG=/design/flow/config.mk WORK_HOME=/design/flow/orfs finish
### design/flow/config.mk
export PLATFORM = sky130hd
export DESIGN_NAME = fmult
export DESIGN_NICKNAME = fmult
export VERILOG_FILES = /design/flow/design.v
export SDC_FILE = /design/flow/constraint.sdc
export NUM_CORES = 4
export LEC_CHECK = 1
export CORE_UTILIZATION = 30
### design/flow/constraint.sdc
current_design fmult

set clk_period 35.4
set clk_io_pct 0.2

create_clock -name clk0 -period $clk_period

set non_clock_inputs [all_inputs -no_clocks]
set_input_delay [expr $clk_period * $clk_io_pct] -clock clk0 $non_clock_inputs
set_output_delay [expr $clk_period * $clk_io_pct] -clock clk0 [all_outputs]
### design/flow/design.v
module ze(a,b,w);
input[31:0]a,b;
wire[31:0]q;
output w;
wire ww;
assign q[30:0]=a[30:0]^b[30:0];
assign ww = q[0] | q[1] | q[2] | q[3] | q[4] | q[5] | q[6] | q[7] | q[8] | q[9] | q[10] | q[11] | q[12] | q[13] | q[14] | q[15] | q[16] | q[17] | q[18] | q[19] | q[20] | q[21] | q[22] | q[23] | q[24] | q[25] | q[26] | q[27] | q[28] | q[29] | q[30];
assign w=~ww;
endmodule
module faa(x, y, k, sum1, cout);
  input x, y, k;
  output sum1, cout;
  wire w1, w2, w3;
  assign w1 = x ^ y;
  assign sum1 = w1 ^ k;
  assign w2 = x & y;
  assign w3 = w1 & k;
  assign cout = w2 | w3;
endmodule
module defl(inn,clk,rst,o);
input inn;
input clk,rst;
output o;
reg o;
always @( posedge clk)
begin 
if (rst)
begin
o<=1'b0;
end
else
begin
o<=inn;
end 
end
endmodule
module counte(clk,rst,sumw);
input clk,rst;
output [7:0]sumw;
wire mcout;
wire [7:0]in1,in2;
adsu8 a1(in1,8'b00000001,1'b0,in2,mcout);
dref18 a2(in2,clk,rst,in1);
assign sumw=in1;
endmodule
module adsu8(x1, y1, k, sa, mcout);
  input [7:0] x1, y1;
  input k;
  output [7:0] sa;
  output mcout;
  wire [7:0] y1;
  wire [7:0] s;
  wire [7:0] cout;
faa fa1(x1[0], {y1[0]^k}, k, s[0], cout[0]);
  genvar j;
  generate
    for (j = 1; j <= 7; j = j + 1) begin : sas
      faa fa_inst(x1[j], y1[j] ^ k, cout[j-1], s[j], cout[j]);
    end
  endgenerate
  assign sa = s;
  assign mcout = cout[7];
endmodule
module smux8 (input [7:0] in1, in2, input sel, output [7:0]out);
  genvar i;
  generate
    for (i = 0; i <= 7; i = i + 1) begin : gen_mux
      mux m (.in1(in1[i]), .in2(in2[i]), .sel(sel), .out(out[i]));
    end
  endgenerate
endmodule
module dref18(inn,clk,rst,o);
input [7:0]inn;
input clk,rst;
output [7:0]o;
reg [7:0]o;
always @(posedge clk)
begin 
if (rst)
begin
o<=8'b00000000;
end
else
begin
o<=inn;
end 
end
endmodule
module ze0(a,b,w);
input[31:0]a,b;
wire[31:0]q;
output w;
wire ww;
assign q[31:0]=a[31:0]^b[31:0];
assign ww = q[0] | q[1] | q[2] | q[3] | q[4] | q[5] | q[6] | q[7] | q[8] | q[9] | q[10] | q[11] | q[12] | q[13] | q[14] | q[15] | q[16] | q[17] | q[18] | q[19] | q[20] | q[21] | q[22] | q[23] | q[24] | q[25] | q[26] | q[27] | q[28] | q[29] | q[30] |q[31];
assign w=~ww;
endmodule
module mux(in1,in2,sel,out);
input logic in1,in2,sel;
output logic out;
wire a,b,c;
assign a=in2&sel;
assign b=~sel;
assign c=in1&b;
assign out=(a|c);
endmodule
module fmult(a,b,clk,rst,p1,zd1);
input[31:0]a,b;
input clk,rst;
output[31:0]p1;
wire[31:0]p;
wire pw;
output zd1;
wire zm1;
wire za1,za2,za3,za4;
ppvlsi a1(a,b,clk,rst,p);
ze0 zsa2(a,32'b00000000000000000000000000000000,za1);
ze0 zsa3(b,32'b00000000000000000000000000000000,za2);
ze0 zsa1(p1,32'b00000000000000000000000000000000,zm1);
nmux31 mn(p,32'b00000000000000000000000000000000,rst,p1);
assign za3=za1|za2;
mux wwu (zm1,1'b1,{{za3^zm1}},zd1);
endmodule
module faaa(a,b,cin,s,cout);
input a,b,cin;
output s,cout;
wire r,i,t;
assign r=a^b;
assign s=cin^r;
assign i=a&b;
assign t=cin&r;
assign cout=i|t;
endmodule
module add3(w2b,w2a,w1b,w1a,w0b,w0a,cin,s2,s1,s0,cout);
input w0a,w0b,w1a,w1b,w2a,w2b,cin;
output s0,s1,s2,cout;
wire c0,c1;
faaa fa1(w0b,w0a,cin,s0,c0);
faaa fa2(w1b,w1a,c0,s1,c1);
faaa fa3(w2b,w2a,c1,s2,cout);
endmodule
module vedic33(a,b,p);
input[2:0]a;
input[2:0]b;
output[5:0]p;
wire[9:0]w;
wire[5:0]s;
wire[2:0]c;
assign w[0]=a[0]&b[0];
assign w[1]=a[1]&b[0];
assign w[2]=a[2]&b[0];
assign w[3]=a[0]&b[1];
assign w[4]=a[1]&b[1];
assign w[5]=a[2]&b[1];
assign w[6]=a[0]&b[2];
assign w[7]=a[1]&b[2];
assign w[8]=a[2]&b[2];
add3 a1(1'b0,w[5],w[2],w[4],w[1],w[3],1'b0,s[2],s[1],s[0],c[0]);
add3 a2(c[0],w[8],s[2],w[7],s[1],w[6],1'b0,s[5],s[4],s[3],c[1]);
assign p[0]=w[0];
assign p[1]=s[0];
assign p[2]=s[3];
assign p[3]=s[4];
assign p[4]=s[5];
assign p[5]=c[1];
endmodule
module fa6(x1, y1, k, sa, mcout);
  input [5:0] x1, y1;
  input k;
  output [5:0] sa;
  output mcout;
  wire [5:0] s;
  wire [5:0] cout;
faa fa1(x1[0],y1[0], k, s[0], cout[0]);
  genvar j;
  generate
    for (j = 1; j <= 5; j = j + 1) begin : sas
      faa fa_inst(x1[j], y1[j] , cout[j-1], s[j], cout[j]);
    end
  endgenerate
  assign sa = s;
  assign mcout = cout[5];
endmodule
module fa12(x1, y1, k, sa, mcout);
  input [11:0] x1, y1;
  input k;
  output [11:0] sa;
  output mcout;
  wire [11:0] s;
  wire [11:0] cout;
faa fa1(x1[0],y1[0], k, s[0], cout[0]);
  genvar j;
  generate
    for (j = 1; j <= 11; j = j + 1) begin : sas
      faa fa_inst(x1[j], y1[j] , cout[j-1], s[j], cout[j]);
    end
  endgenerate
  assign sa = s;
  assign mcout = cout[11];
endmodule
module fa24(x1, y1, k, sa, mcout);
  input [23:0] x1, y1;
  input k;
  output [23:0] sa;
  output mcout;
  wire [23:0] s;
  wire [23:0] cout;
faa fa1(x1[0],y1[0], k, s[0], cout[0]);
  genvar j;
  generate
    for (j = 1; j <= 23; j = j + 1) begin : sas
      faa fa_inst(x1[j], y1[j] , cout[j-1], s[j], cout[j]);
    end
  endgenerate
  assign sa = s;
  assign mcout = cout[23];
endmodule
module vedic66(y,x,p);
input[5:0]x,y;
output[11:0]p;
wire[5:0]s1,s2,s3,s4;
wire [5:0]f0,f1,f2;
wire [5:0]mout;
vedic33 a1(y[2:0],x[2:0],s1[5:0]);
vedic33 a2(y[2:0],x[5:3],s2[5:0]);
vedic33 a3(y[5:3],x[2:0],s3[5:0]);
vedic33 a4(y[5:3],x[5:3],s4[5:0]);
fa6 da0(s3[5:0],s2[5:0],1'b0,f0[5:0],mout[0]);
fa6 da1(f0[5:0],{3'b000,s1[5:3]},1'b0,f1[5:0],mout[1]);
wire o1;
assign o1=mout[0]|mout[1];
fa6 da2(s4[5:0],{{2'b00,o1,f1[5:3]}},1'b0,f2[5:0],mout[2]);
assign p[11:0]={f2[5:0],f1[2:0],s1[2:0]};
endmodule
module vedic12(y,x,p);
input[11:0]x,y;
output[23:0]p;
wire[11:0]s1,s2,s3,s4;
wire[11:0]f0,f1,f2;
wire [5:0]mout;
vedic66 a1(y[5:0],x[5:0],s1[11:0]);
vedic66 a2(y[5:0],x[11:6],s2[11:0]);
vedic66 a3(y[11:6],x[5:0],s3[11:0]);
vedic66 a4(y[11:6],x[11:6],s4[11:0]);
fa12 da0(s3[11:0],s2[11:0],1'b0,f0[11:0],mout[0]);
fa12 da1(f0[11:0],{6'b000000,s1[11:6]},1'b0,f1[11:0],mout[1]);
wire o1;
assign o1=mout[0]|mout[1];
fa12 da2(s4[11:0],{{5'b00000,o1,f1[11:6]}},1'b0,f2[11:0],mout[2]);
assign p[23:0]={f2[11:0],f1[5:0],s1[5:0]};
endmodule
module vedic24(a,b,p);
input[22:0]a,b;
wire [23:0]x,y;
assign x[23:0]={1'b1,a[22:0]};
assign y[23:0]={1'b1,b[22:0]};
output[47:0]p;
wire[23:0]s1,s2,s3,s4;
wire[23:0]f0,f1,f2;
wire [5:0]mout;
vedic12 a1(y[11:0],x[11:0],s1[23:0]);
vedic12 a2(y[11:0],x[23:12],s2[23:0]);
vedic12 a3(y[23:12],x[11:0],s3[23:0]);
vedic12 a4(y[23:12],x[23:12],s4[23:0]);
fa24 da0(s3[23:0],s2[23:0],1'b0,f0[23:0],mout[0]);
fa24 da1(f0[23:0],{12'b000000000000,s1[23:12]},1'b0,f1[23:0],mout[1]);
wire o1;
assign o1=mout[0]|mout[1];
fa24 da2(s4[23:0],{{11'b00000000000,o1,f1[23:12]}},1'b0,f2[23:0],mout[2]);
assign p[47:0]={f2[23:0],f1[11:0],s1[11:0]};
endmodule
module dref47(inn,clk,rst,o);
input [47:0]inn;
input clk,rst;
output [47:0]o;
reg [47:0]o;
always @(posedge clk)
begin 
if (rst)
begin
o<=48'b000000000000000000000000000000000000000000000000;
end
else
begin
o<=inn;
end 
end
endmodule
module nmux47 (input [47:0] in1, in2, input sel, output [47:0] out);
  genvar i;
  generate
    for (i = 0; i <= 47; i = i + 1) begin : gen_mux
      mux m (.in1(in1[i]), .in2(in2[i]), .sel(sel), .out(out[i]));
    end
  endgenerate
endmodule
module nmux31 (input [31:0] in1, in2, input sel, output [31:0] out);
  genvar i;
  generate
    for (i = 0; i <= 31; i = i + 1) begin : gen_mux
      mux m (.in1(in1[i]), .in2(in2[i]), .sel(sel), .out(out[i]));
    end
  endgenerate
endmodule
module nvlsi(in,clk,rst,oo1,sumw,acc,ft0); 
input [47:0]in;
input rst;
wire aa;
assign aa=in[47];
input clk;
wire[47:0]o;
output[22:0]oo1;
assign oo1[22:0]=o[46:23];
wire[47:0] mu;
wire[47:0] mu1;
wire a;
assign mu1[47:0]={a,mu[47:1]}; 
wire [47:0]rnex1;
wire [47:0]rnex1a;
wire [47:0]rnex2;
wire [47:0]oo;
wire esel,ol;
wire coclk,clk1;
wire clkm;
wire sel;
output[7:0]sumw;
wire[7:0]sumw1;
wire[7:0]sumw2;
wire ft;
wire esel1;
output acc;
wire esel2,ed1,ed2;
wire ac;
wire mcout;
assign ac=o[46];
defl ad01(ac,clkm,rst,ed1);
defl ad02(ed1,clkm,rst,acc);
assign rnex1a[47:0]={rnex1[46:0],a};
nmux47 a1(mu,mu1,~sel,rnex1);
nmux47 a2(rnex1,rnex1a,sel,rnex2);
dref47 d1(rnex2,coclk,rst,oo);
nmux47 a3(in,oo,esel1,mu);
defl ad1(1'b1,clkm,rst,ol);
defl ad2(ol,clkm,rst,esel1);
assign o[47:0]=mu[47:0];
mux m8(in[46],1'b0,aa,ft);
mux m7(clk,1'b0,ft,clkm);
mux m1(clkm,1'b0,o[46],clk1);
mux m2(clk1,esel,aa,coclk);
mux m3(1'b0,1'b1,aa,a);
mux m4(1'b1,1'b0,aa,sel);
mux m6(clkm,1'b0,esel1,esel);
counte cc1(coclk,rst,sumw1);
adsu8 dfs(sumw1,8'b00000001,1'b1,sumw2,mcout);
smux8 sdf(sumw2,8'b00000000,ft,sumw);
output ft0;
defl adb1(ft,clk,rst,ft0);
endmodule
module ppvlsi(a,b,clk,rst,p);
input[31:0]a,b;
input clk,rst;
output[31:0]p;
wire[31:0]pq;
wire [47:0]pp1;
wire[22:0]oo1;
wire[7:0]sumw;
wire[7:0]saw1,saw2,sa1;
wire coh;
wire c1,c2;
wire coh2;
wire k1,k2,k3;
wire ac,acc,ft0;
assign coh=acc|ft0;
assign coh2=k1|k2;
assign k3=coh&~coh2&~rst;
wire nexx2;
wire nex1;
wire mcout;
ze  o1(a[31:0],32'b00000000000000000000000000000000,k1);
ze  o2(b[31:0],32'b00000000000000000000000000000000,k2);
mux zxq(1'b0,clk,rst,nex1);
assign nexx2=clk|nex1;
vedic24 aq1(a[22:0],b[22:0],pp1[47:0]);
nvlsi aq2(pp1[47:0],nexx2,rst,oo1,sumw,acc,ft0);
adsu8 sw1(a[30:23],b[30:23],1'b0,saw1,mcout);
adsu8 sw2(saw1,8'b10000001,1'b0,saw2,mcout);
adsu8 sw3(saw2,sumw,1'b0,sa1,mcout);
wire sign;
assign sign =a[31]^b[31];
assign pq={sign,sa1,oo1};
wire k4;
assign k4=rst|k3;
nmux31 mn(32'b00000000000000000000000000000000,pq,k4,p);
endmodule
==> impl_metrics.ini <==
; implementation run metrics
[run_status]
status = finished clean

[clock_tree]
ctsHoldBuffers = 0
cts_setup_buffers = 0

[synthesis]
synth_area_um2 = 24900
synth_chip_area_um2 = 24900
edf_count = 0
yosysUniqueCellTypes = 40
numSynthFlops = 61
async_reset_ff_share_pct = 0
netlist_instances = 2590
ys.flop_type = dfxtp_1
ys_seq_share_pct = 4.90
ys_cells = 2590
syn_area_per_cell_um2 = 9.62
yosysWarnings = 3

[worst_setup_path]
cp-start-kind = input pin
critical_path_required_ns = 28.32
setup.worst_path.class = in -> out
critPathMostFrequentCell = fa_2
slowest_delay_ns = 0.56
critPathArrivalTime_ns = 27.49
endpoint_kind = output pin
crit_fanout = 2
cp_slowest_cell = fa_2

[detailed_routing]
dr.pass1.iters = 4
ant_nets = 0
drt-initial-drc-count = 356
wire_per_inst_um = 15.7
vias = 15815
routed_wl_um = 57900
vias_per_cell = 4.29
drc = 0

[grt]
antenna_found_initial = 7
grt_pass1_vias = 17453
grt_max_degree = 57
grt_util_all_layers_pct = 15.2
overflow = 0
grt_pass1_wl_um = 95200

[timing]
fin_crit_ns = 34.57
timing.hold.ws_ns = 15.26
maxSlewHeadroom_pct = 51.7
min_period_over_period_pct = 97.6
slew_violations = 0
max_freq_ghz = 0.0289
hold_viol_final = 0
untimed_endpoints = 61
unclocked_regs = 61
setup_viol = 0
max_slew.worst_pin.slew_ns = 0.724

[placement]
io_buffers = 99
placed_cell_area_um2 = 27100
dp_hpwl_um = 48200
dp.cells = 3687
place.gp.congestion = 0.905

[final_layout]
stdcell_area_um2 = 27200
fill_cells = 8384
seq_area_um2 = 1220
logic_area_um2 = 20600
stdcell_count = 3690
utilization_pct = 33.1
area.growth.synth_to_final_pct = 9.21
drive_above_1_share_pct = 5.88

[run]
maxCapViolations = 0
warnings = 33

[die]
coreArea_um2 = 82100
die_h_um = 290
fp-utilization_pct = 30.3
die-area_um2 = 84200
ioPinCount = 99
die_w_um = 290
rows = 105

[hold_path]
hold_path.class = in -> out
final timing paths:
kind / start / endpoint / slack [ns] / cells past startpoint
min: a[31] / p1[31] / 15.26 / 4
max: b[3] / zd1 / 0.83 / 84
kinds of logic (layout without fill, tap and decap cells):
family	count (synthesis)	in the layout	synth area share [%]
compound gates	29	29	0.914
xor+xnor	30	30	1.19
fa+ha+maj	899	899	60.1
buf+inv	801	828	12.8
flops	61	61	4.90
mux	50	50	3.43
other cells	0	3	0
simple gates	720	720	16.6
Yosys cell counts, types with 2 or more instances:
cell | n | area share, %
xor2_1 | 7 | 0.25
mux2i_1 | 19 | 0.76
buf_2 | 8 | 0.16
buf_4 | 34 | 1.0
nor4_1 | 16 | 0.40
mux2_2 | 6 | 0.27
ha_1 | 402 | 20
buf_6 | 2 | 0.090
xnor2_1 | 20 | 0.70
and2_1 | 497 | 12
inv_1 | 651 | 9.8
nor2_1 | 73 | 1.1
a311oi_1 | 2 | 0.070
a21oi_1 | 5 | 0.10
fa_1 | 497 | 40
nor2b_1 | 36 | 0.90
nand2b_1 | 4 | 0.10
mux4_1 | 9 | 0.95
a211oi_2 | 5 | 0.25
nor3_1 | 12 | 0.24
and3_1 | 2 | 0.050
buf_1 | 2 | 0.030
nand2_1 | 71 | 1.1
o21ai_0 | 4 | 0.080
a211oi_1 | 8 | 0.24
mux4_2 | 16 | 1.4
nand4_1 | 7 | 0.18
dfxtp_1 | 61 | 4.9
a22oi_1 | 2 | 0.060
clkbuf_1 | 101 | 1.5
or4_1 | 2 | 0.060
placed cells by master, fill, tap and decap left out, types with 4 or more instances in the layout:
cell             Yosys  final
inv_1              651    649
and2_1             497    496
fa_1               497    461
ha_1               402    399
clkdlybuf4s50_1      0     93
buf_4               34     78
nor2_1              73     72
nand2_1             71     71
dfxtp_1             61     60
nor2b_1             36     36
fa_2                 0     36
mux2i_1             19     19
xnor2_1             20     18
nor4_1              16     16
mux4_2              16     16
nor3_1              12     12
mux4_1               9      9
a211oi_1             8      8
xor2_1               7      7
nand4_1              7      7
mux2_2               6      6
dlygate4sd2_1        0      6
a21oi_1              5      5
a211oi_2             5      5
o21ai_0              4      4
nand2b_1             4      4
state kept, by name, indices dropped and copies added (netlist names):
signal           cells
a1.aq2.ad01.o        1
a1.aq2.ad02.o        1
a1.aq2.ad1.o         1
a1.aq2.ad2.o         1
a1.aq2.adb1.o        1
a1.aq2.cc1.a2.o      8
a1.aq2.d1.o         48
per-stage QoR:
step | setup TNS, ns | worst slack, ns
2_1_floorplan | 0 | 0.479
3_3_place_gp | -1.95 | -0.781
3_5_place_dp | -2.27 | -0.895
4_1_cts | 0 | 0.00112
5_1_grt | -0.0190 | -0.0190
6_report | 0 | 0.833
metal layers:
layer	track usage, %	vias to the layer above	part of all wire (%)
li1	-	7673	-
met5	1.08	-	0.28
met2	24.2	351	46
met3	5.41	27	8.2
met1	21.4	7756	45
met4	0.960	8	0.85
timing repair:
action / 4_1_cts / 5_1_grt
pin swaps: 7 / 9
gates resized: 23 / 27
setup endpoints to repair: 3 / 3
worst max-delay path, delay by kind of cell:
kind | cells | cell delay, ns
adder cells (fa/ha/maj) | 58 | 17.12
buffers and inverters | 16 | 1.72
XOR/XNOR | 6 | 0.98
AND/OR/NAND/NOR | 3 | 0.33
AND-OR/OR-AND | 1 | 0.19
layout make-up:
class | instances | area share [%]
Multi-Input combinational cell | 1728 | 75.8
Inverter | 651 | 8.98
Timing Repair Buffer | 177 | 5.77
Sequential cell | 61 | 4.50
Antenna cell | 3 | 0.0276
Tap cell | 1070 | 4.92
